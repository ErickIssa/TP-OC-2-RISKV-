--- run.sh ---
#!/bin/bash
# OpenROAD 26Q1-2900-gdf79404cd8, Yosys 0.63+post, stock flow scripts
make -C /OpenROAD-flow-scripts/flow DESIGN_CONFIG=/design/flow/config.mk WORK_HOME=/design/flow/orfs finish
--- design.v ---
module data_mem(clock, memReadDM, memWriteDM, addressDM, writeDataDM, readDataDM);
    input clock, memReadDM, memWriteDM;
    input [31:0] addressDM, writeDataDM;
    output reg [31:0] readDataDM;
    reg [31:0] memoriaDeDados [0:512];
    always @(*)
    begin
        if (memReadDM) readDataDM = memoriaDeDados[addressDM[31:2]];
    end
    always @(negedge clock)
    begin
        if (memWriteDM) memoriaDeDados[addressDM[31:2]] <= writeDataDM;
    end
endmodule
--- config.mk ---
export PLATFORM = sky130hd
export DESIGN_NAME = data_mem
export DESIGN_NICKNAME = data_mem
export VERILOG_FILES = /design/flow/design.v
export SDC_FILE = /design/flow/constraint.sdc
export NUM_CORES = 4
export LEC_CHECK = 1
export CORE_UTILIZATION = 30
export SYNTH_MEMORY_MAX_BITS = 65536
--- constraint.sdc ---
current_design data_mem

set clk_period 211.9
set clk_io_pct 0.2

create_clock -name clk0 -period $clk_period [get_ports {clock}]

set non_clock_inputs [all_inputs -no_clocks]
set_input_delay [expr $clk_period * $clk_io_pct] -clock clk0 $non_clock_inputs
set_output_delay [expr $clk_period * $clk_io_pct] -clock clk0 [all_outputs]
==> impl_metrics.tcl <==
# flow metrics
set metrics [dict create \
    status "complete, but fails checks" \
    violations "capacitance limit, slew limit" \
    worstHoldPathType "in2reg" \
    grt_pass1_vias 433000 \
    drv_cap 2 \
    initial_core_util 0.301 \
    combPwrFrac 0.043 \
    yosysCellCount 30000 \
    n_fill_cell 182000 \
    grt_pass1_wl_mm 3050 \
    ys_chip_area_sq_um 624000 \
    fp.dieW_mm 1.44 \
    use_met1 0.180 \
    use_met3 0.251 \
    path_cells "clkbuf_8, nor3b_4, buf_4, buf_4, buf_4, nand2_4, buf_4, buf_4, nor2_4, buf_4" \
    untimed_endpoints 64 \
    area_leaders "edfxtp_1 79%, mux4_2 7.5%, mux2i_1 6.6%" \
    yosysUniqueCellTypes 71 \
    yosys_warnings 1 \
    crit_family "buffers and inverters" \
    crit_path_start_kind "input pin" \
    dpl_cell_area_sq_um 669000 \
    cts_max_level 7 \
    vias 381000 \
    chipArea_sq_um 2090000 \
    syn_avg_cell_area_sq_um 20.8 \
    post-route-util 0.382 \
    unclocked_regs 32 \
    p_seq_frac 0.433 \
    drive_gt1_frac 0.148 \
    grt_use_met2 0.303 \
    power.share.clock 0.523 \
    power_density_nw_per_um2 10.5 \
    synthArstFlopShare 0 \
    setup_tns_ns 0 \
    clockBufferDepth 6 \
    gr-total-overflow 0 \
    critPathSlowestCell "nor2_4" \
    core_area_sq_um 2070000 \
    flop_cell "edfxtp_1" \
    vias_per_cell 4.89 \
    p_total_mw 8.32 \
    drt_iter0_markers 27800 \
    cts_root_buf "clkbuf_16" \
    leakage_nw 320 \
    setup_viol 0 \
    final_area_sq_um 792000 \
    grt-busiest-layer "met2" \
    gp_congestion 0.967 \
    rsz0062_at_grt "false" \
    cp.arrival_ns 47.18 \
    holdBufCountCts 0 \
    maxSlewViolCount 18 \
    path_clk_slew_ns 0.03 \
    crit_type "in2reg" \
    yosys.area.top_type "edfxtp_1" \
    post_cts.repair.setup_buffers 0 \
    antenna_found_initial 207 \
    io-pin-count 99 \
    wirelength_mm 2240 \
    crit_path_end_kind "register" \
    drcViolationCount 0 \
    grt_max_degree 110 \
    numPortBuffers 76 \
    worst-path-buf-inv 7 \
    ys_seq_elements 16400 \
    p_switching_mw 2.30 \
    p_int_mw 6.02 \
    ant_nets 0 \
    avgRoutedWirePerCell_um 28.8 \
    postCtsResizedCells 0 \
    areaGrowthSynthToFinish_pct 26.9 \
    slew_headroom -0.0960 \
    hold_violations 0 \
    warnings 1087 \
    synth_area_sq_um 624000 \
    cp.required_ns 106.95 \
    crit_path_max_incr_delay_ns 0.59 \
    die_y_mm 1.44 \
    dp_hpwl_mm 1330 \
    max-vdd-ir-drop_mv 0.00923 \
    cts_tree "yes" \
    grtUsageTotal 0.227 \
    crit_top_cell "buf_4" \
    dr.pass1.iters 8 \
    power.share.switching 0.276 \
    num_rows 529 \
    top_cell_area_share 0.790 \
    edf_count 16400 \
    crit_fanout 41 \
    synthCells 30000 \
    numCtsBuffers 1791 \
    tightest_slew_ns 1.64 \
]
-- cells in the final DEF, fill, tap and decap left out, types with 27 or more instances in the layout --
cell type and count:
inv_1 16800, dlxtp_1 32, buf_4 1726, a221oi_1 27, edfxtp_1 16400, a41oi_1 51, a31oi_1 61, buf_8 35
or4_1 33, nand4_1 133, o211ai_1 33, o2111ai_1 28, a22oi_1 750, a21oi_1 142, o21ai_0 216, a211oi_1 75
inv_4 121, nand2_4 41, nor2_1 337, buf_12 32, nand2_1 280, diode_2 501, clkdlybuf4s50_1 34, o22ai_1 1831
nor3_1 123, nand3_1 203, mux2i_1 4117, a22o_1 42, clkbuf_16 1813, nor4_1 346, bufinv_16 303, clkinv_4 28
mux4_2 2091, clkinvlp_2 481, nor2_4 522
-- per-layer routing --
| layer | routed length (um) | vias to the layer above | share of wire |
|---|---|---|---|
| li1 | - | 163000 | - |
| met1 | 600000 | 181000 | 0.27 |
| met2 | 980000 | 30900 | 0.44 |
| met3 | 500000 | 5313 | 0.22 |
| met4 | 137000 | 403 | 0.061 |
| met5 | 20300 | - | 0.0091 |
-- Yosys cell counts, drive strengths merged, types with 8 or more instances --
master	n
nand4b	9
nor3	126
and3	21
nand4	134
and4	9
nand2	323
a22oi	751
a31oi	61
o21ai	236
or4	34
mux2	21
a221oi	28
a211oi	76
nor2	863
mux4	2091
dlxtp	32
a311oi	29
o221ai	11
o211ai	33
nor2b	13
nor4	365
or3	17
a21oi	142
o311ai	9
o22ai	1831
clkbuf	393
edfxtp	16400
a22o	42
o2111ai	32
o22a	14
a211o	9
nand3	209
a221o	11
inv	8
mux2i	4117
a41oi	53
buf	1376
-- kinds of logic (layout without fill, tap and decap cells) --
kind of cell	Yosys count	after routing	synth area share
other	0	501	0
AOI/OAI and AO/OA	3408	3408	0.0363
latches	32	32	0.000770
DFF	16400	16400	0.790
buffers and inverters	1779	21400	0.0147
and+or+nand+nor	2152	2152	0.0164
muxes	6229	6229	0.142
-- power by group through the flow --
stage / clock network, mW / logic, mW / registers (mW)
finish: 4.36 / 0.362 / 3.61
global route: 4.84 / 0.369 / 3.60
CTS: 4.46 / 0.350 / 3.61
-- registers in the layout, indices dropped and copies added (netlist names) --
name / cells
memoriaDeDados: 16416
readDataDM: 32
-- path summary, 6_finish.rpt --
| check | slack (ns) | depth (start not counted) | end | from |
|---|---|---|---|---|
| setup / recovery | 59.77 | 10 | memoriaDeDados[432][20]$_DFFE_NP_ | addressDM[6] |
| hold / removal | 147.33 | 1 | memoriaDeDados[264][24]$_DFFE_NP_ | writeDataDM[24] |
-- through the flow --
step                      setup WS, ns  std cells  hold WS (ns)
after detailed placement         58.68      57700        148.74
after CTS                        60.06      77300        147.31
final                            59.77      77800        147.33
after floorplan                  59.73      30000        148.43
after global routing             59.89      77600        147.34
after global placement           58.69      57700        148.73
-- area by class of cell --
class | count | area, sq um | share of cell area
clock inverter | 17800 | 76100 | 0.0962
inverter | 9 | 57.6 | 0.0000727
antenna | 501 | 1250 | 0.00158
sequential | 16400 | 493000 | 0.623
multi-input combinational | 11800 | 126000 | 0.160
tap | 27600 | 34500 | 0.0436
clock buffer | 1813 | 45400 | 0.0573
timing repair buffer | 1833 | 14600 | 0.0184
Power and IR drop assume default switching activity.
