$ cat ./design.v
`timescale 1ns/1ps
module Reg_mem(
    clock, regWrite, readReg1, readReg2, writeRegId, writeData,
    readData1, readData2
    );
    input clock, regWrite;
    input [4:0] readReg1, readReg2, writeRegId;
    input [31:0] writeData;
    output reg [31:0] readData1, readData2;
    reg [31:0] registradores [0:31];
    integer i;
    initial begin
        for (i = 0; i < 32; i = i +1) begin
            registradores[i] = 0;
        end
    end
    always @(registradores[0]) registradores[0] = 0;
    always @(posedge clock) begin
        if (regWrite == 1) registradores[writeRegId] <= writeData;
    end
    always @(readReg1, registradores[readReg1]) 
    begin
        readData1 <= registradores[readReg1];
    end
    always @(readReg2, registradores[readReg1])
    begin
        readData2 <= registradores[readReg2];
    end
endmodule
$ cat ./constraint.sdc
current_design Reg_mem

set clk_period 6.0
set clk_io_pct 0.2

create_clock -name clk0 -period $clk_period [get_ports {clock}]

set non_clock_inputs [all_inputs -no_clocks]
set_input_delay [expr $clk_period * $clk_io_pct] -clock clk0 $non_clock_inputs
set_output_delay [expr $clk_period * $clk_io_pct] -clock clk0 [all_outputs]
$ cat ./config.mk
export PLATFORM = sky130hd
export DESIGN_NAME = Reg_mem
export DESIGN_NICKNAME = Reg_mem
export VERILOG_FILES = /design/flow/design.v
export SDC_FILE = /design/flow/constraint.sdc
export NUM_CORES = 4
export LEC_CHECK = 1
export CORE_UTILIZATION = 40
$ cat ./run.sh
#!/bin/bash
# OpenROAD 26Q1-2900-gdf79404cd8, Yosys 0.63+post, stock flow scripts
make -C /OpenROAD-flow-scripts/flow DESIGN_CONFIG=/design/flow/config.mk WORK_HOME=/design/flow/orfs finish
==> impl_metrics.csv <==
group,metric,value,unit
setup_path,cp.arrival,4.67,ns
setup_path,required,4.80,ns
synth,synth-seq-cells,992,
layout,syn_to_final_growth,18.81,%
detailed_routing,vias_per_cell,7.116,
sta,max_freq,170.5,MHz
detailed_routing,dr.pass1.iters,8,
global_routing,grt_start_max_net_pins,70,
clock_tree,hold_buffers,0,
detailed_routing,routedWlPerCell,45.21,um
setup_path,cp_slowest_cell,"and2_1",
detailed_routing,wirelength,216.3,mm
die,floorplan.rows,120,
global_routing,grt_pass1_vias,35856,
clock_tree,clkTransAtPathRegs,0.06,ns
synth,synth_cell_types,65,
placement,gp_congestion,1.054,
setup_path,critPathLaunchType,"primary input",
pwr,swShare,0.2320,
layout,largest-register,"registradores",
sta,tns,0,ns
sta,min_period,5.867,ns
pwr,internal-power,0.01215,W
layout,drive_gt1_frac,0.1763,
sta,maxSlewViolCount,0,
detailed_routing,drtIter0Drc,3703,
synth,ys_cells,3045,
pwr,pwr-share-seq,0.491,
synth,syn_area,43710,um^2
pwr,switching_power,0.003669,W
synth,async_reset_ff_frac,0,
detailed_routing,route.detailed.drc,0,
synth,top_cell_area_share,0.6815,
pwr,p_total,0.01582,W
sta,whs,1.303,ns
synth,ys.flop_type,"edfxtp_1",
global_routing,grt.overflow.total,0,
detailed_routing,num_vias,34037,
pwr,vdd_drop_max,0.2719,mV
die,die_h,332.6,um
clock_tree,cts_setup_buffers,0,
min_path,hold_path_class,"primary input to register",
job,warnings,25,
global_routing,grt_pass1_wl,291.0,mm
setup_path,critical_path_class,"primary input to output pin",
setup_path,critPathBufInv,4,
sta,finalSetupViolations,0,
sta,hold_viol_final,0,
status,status,"finished clean",
clock_tree,cts_max_level,3,
setup_path,crit_family,"buffers and inverters",
global_routing,antenna_found_initial,10,
layout,lay_top_count,"edfxtp_1",
synth,synth_chip_area,43710,um^2
die,core_area,107700,um^2
clock_tree,cts_resized,0,
synth,synth_warnings,2,
setup_path,path_cells,"clkdlybuf4s50_1, and3b_1, buf_4, and2_1, buf_4, a22oi_1, nand4_1, or4_1, clkdlybuf4s50_1",
detailed_routing,antenna_left,0,
pwr,powerDensity,304.5,nW/um^2
placement,io_buffers,112,
clock_tree,root_buffer,"clkbuf_16",
setup_path,critPathMaxFanout,11,
setup_path,slowest_delay,0.87,ns
job,cap_viol_max_count,0,
layout,fill_cells,8910,
die,die_area,110600,um^2
synth,synth_seq_share,0.6815,
setup_path,crit_path_end_kind,"output pin",
synth,syn_inst,3045,
clock_tree,cts.sinks,992,
synth,yosys.area.top_type,"edfxtp_1",
pwr,combPwrFrac,0.074,
synth,postSynthAreaPerCell,14.36,um^2
synth,top_cells_by_area,"edfxtp_1 (68%), a22oi_1 (9.5%), and3_1 (2.5%), mux2i_1 (2.1%), nand4_1 (1.5%)",
pwr,p_leak,17.37,nW
layout,largest_reg_flops,992,
layout,stdcell_area,51930,um^2
pwr,clkPwrFrac,0.436,
sta,worst_pin_slew,1.049,ns
sta,slew_headroom,0.3010,
sta,fin_crit_sh,0.9778,
die,io_pins,113,
die,initCoreUtil,0.4061,
global_routing,gr-usage-all-layers,0.4226,
synth,edf_count,992,
clock_tree,cts_tree,"done",
clock_tree,ctsLongestPathBuffers,3,
placement,dpl_cell_area,48300,um^2
die,die_width,332.6,um
layout,final_cell_mix,"edfxtp_1 (992), a22oi_1 (555), buf_4 (248)",
placement,hpwl,136.1,mm
sta,rsz0062_at_grt,"false",
layout,reg_top3,"registradores (992)",
clock_tree,cts_buffers,110,
[cell type report]
class	instances	area [um^2]	area share
multi-input cells	1788	13290	0.2559
well taps	1403	1755	0.03380
clock buffers	130	2892	0.05568
clock inverters	71	728.2	0.01402
flip-flops and latches	992	29790	0.5736
repair buffers	382	3425	0.06594
inverters	12	45.04	0.0008673
diodes	5	12.51	0.0002409
[cells by family after synthesis]
| kind of cell | count (synthesis) | synth area share |
|---|---|---|
| simple gates | 763 | 0.09901 |
| mux | 137 | 0.03755 |
| compound gates | 888 | 0.1564 |
| buf+inv | 265 | 0.02562 |
| flops | 992 | 0.6815 |
[Yosys cell counts (8+ instances only)]
master       n
clkbuf_1   165
nand2_1     65
o31ai_1     11
a2111oi_2   14
buf_2       56
nor3b_1      8
o22ai_1     13
buf_1       21
a22oi_1    555
a222oi_1    21
o211ai_1    22
nand4_1    104
a2111oi_0   40
a21oi_1     61
mux4_2      19
o21ai_0     16
nand2b_1    13
inv_1       11
edfxtp_1   992
nor2_1     126
or3_1       16
or4_1       44
nand3b_1     9
and2_1      21
nor2b_1     13
mux2_2      26
o2111ai_1    8
a22o_1      41
a32oi_1     25
a221oi_1    15
and3_1     172
mux2i_1     92
nand3_1    117
and4_1      11
a2bb2oi_1   14
[power groups by stage]
stage / Combinational [W] / Sequential, W / Clock [W]
after CTS: 0.00113 / 0.00776 / 0.00695
after global routing: 0.00120 / 0.00776 / 0.00718
final: 0.00117 / 0.00776 / 0.00689
[stage by stage]
step	setup slack, ns	std cells	utilization
finish	0.1334	4783	0.4824
global route	0.1369	4779	0.4823
CTS	0.2902	4778	0.4823
detailed placement	0.3045	4577	0.4487
global placement	0.2739	4577	0.4487
floorplan	1.942	3045	-
[metal layers]
metal,global-route usage,up-vias,wire length (um)
met4,0.1993,31,14090
li1,-,13285,-
met2,0.5591,3307,90070
met3,0.3419,831,42500
met1,0.4971,16583,68940
met5,0.04776,-,646
[worst paths after layout]
kind | startpoint | to | cells past startpoint
worst max-delay path | readReg2[1] | readData2[22] | 9
worst min-delay path | writeData[10] | registradores[20][10] | 2
Power is estimated from default activity; no workload was simulated.
