`/design/flow/run.sh`:
```
#!/bin/bash
# OpenROAD 26Q1-2900-gdf79404cd8, Yosys 0.63+post, stock flow scripts
make -C /OpenROAD-flow-scripts/flow DESIGN_CONFIG=/design/flow/config.mk WORK_HOME=/design/flow/orfs finish
```
`/design/flow/config.mk`:
```
export PLATFORM = sky130hd
export DESIGN_NAME = dataMemory
export DESIGN_NICKNAME = dataMemory
export VERILOG_FILES = /design/flow/design.v
export SDC_FILE = /design/flow/constraint.sdc
export NUM_CORES = 4
export LEC_CHECK = 1
export CORE_UTILIZATION = 30
export SYNTH_MEMORY_MAX_BITS = 65536
```
`/design/flow/constraint.sdc`:
```
current_design dataMemory

set clk_period 127.2
set clk_io_pct 0.2

create_clock -name clk0 -period $clk_period [get_ports {clock}]

set non_clock_inputs [all_inputs -no_clocks]
set_input_delay [expr $clk_period * $clk_io_pct] -clock clk0 $non_clock_inputs
set_output_delay [expr $clk_period * $clk_io_pct] -clock clk0 [all_outputs]
```
`/design/flow/design.v`:
```
module dataMemory(clock, memReadDM, memWriteDM, addressDM, writeDataDM, readDataDM);
    input clock, memReadDM, memWriteDM;
    input [31:0] addressDM, writeDataDM;
    output reg [31:0] readDataDM;
    reg [31:0] memoriaDeDados [0:512];
    always @(*)
    begin
        if (memReadDM) readDataDM = memoriaDeDados[addressDM[31:2]];
    end
    always @(negedge clock)
    begin
        if (memWriteDM) memoriaDeDados[addressDM[31:2]] <= writeDataDM;
    end
endmodule
```
==> flow_summary.toml <==
# yosys + openroad results
[global_routing]
grt_overflow = 0
grt_antenna_before_repair = 206
grtUsageTotal_pct = 22.7
grt_max_degree = 110
grt_pass1_wl_um = 3050000
grt_pass1_vias = 433000

[detailed_routing]
post_drt_wl_per_cell_um = 28.8
routed_wl_um = 2240000
num_vias = 381000
first_pass_iters = 8
drc = 0
vias_per_cell = 4.90
drtIter0Drc = 28200
postRouteAntennaNets = 0

[cells_and_area]
fin_area_sq_um = 791000
n_fill_cell = 182000
drive_gt1_share_pct = 14.7
final_core_util_pct = 38.1
synthToLayoutAreaGrowth_pct = 26.7

[synth]
yosys_cells = 30000
synth.most_common_cell = "edfxtp_1"
top_cells_by_count = "edfxtp_1, mux2i_1, mux4_2, o22ai_1, buf_2"
ys_area_sq_um = 624000
netlist-cell-type-count = 71
synth.top_cell.area_share_pct = 79.0
edf_count = 16400
synth.top_cells.by_area = "edfxtp_1, mux4_2, mux2i_1"
avgSynthCellArea_sq_um = 20.8
yosysWarnings = 1
syn_inst = 30000
top_area_cell = "edfxtp_1"
postSynth.asyncResetShare_pct = 0
ff_type = "edfxtp_1"
synth_flops = 16400
syn_area_sq_um = 624000

[min_path]
worstHoldStart = "writeDataDM[24]"
hold_class = "primary input to register"
holdPathEnd = "memoriaDeDados[266][24]"
min_path_cells = 1

[power_and_ir_drop]
leakagePower_nw = 320
vdd_drop_max_uv = 14.1
powerDensity_nw_per_um2 = 17.4

[timing]
max_slew.worst_pin.slew_ps = 1570
unclocked_pins = 32
rsz0062_at_grt = "false"
finalSetupTns_ps = 0
finalHoldViolCount = 0
slew_viol_final = 2
untimed_endpoints = 64
relSlewSlack_pct = -7.42
setup_viol = 0

[placed_design]
gp_congestion = 0.969
placed_area_sq_um = 669000
hpwl_um = 1330000
port_buffers = 76

[clock_network]
cts_max_path_buffers = 6
cts-root-buf = "clkbuf_16"
clk_pin_slew_ps = 30
ctsHoldBuffers = 0
ctsResizeCount = 0
cts_tree = "built"
cts_max_level = 7
numCtsBuffers = 1780
cts_setup_buffers = 0

[critical_path]
cp_max_fo = 41
path_class = "primary input to register"
worstPathArrival_ps = 30260
cpPeakStageDelay_ps = 660
cp_cell_sequence = "clkbuf_8 > nor3b_4 > buf_4 > buf_4 > buf_4 > nand2_4 > buf_4 > buf_4 > nor2_4 > buf_4"
crit_path_frequent_cell = "buf_4"
cp_slowest_cell = "nor2_4"
cp-end-kind = "register"
worstPathRequired_ps = 64600
cp-start-kind = "primary input"
cp-startpoint = "addressDM[6]"

[floorplan]
row_count = 529
fp.coreArea_sq_um = 2070000
ios = 99
chipHeight_um = 1440
initial_utilization_pct = 30.1
die_area_sq_um = 2090000
fp.dieW_um = 1440

[outcome]
status = "finished, violations left"
violations = "max-capacitance violations, max-slew violations"

[run]
maxCapViolCount = 1
warnings = 1079
[layout make-up]
cell class	instances	area (sq um)	area share [%]
sequential	16400	493000	62.4
multi-input combinational	11800	126000	16.0
clock inverter	17700	75400	9.53
clock buffer	1795	44900	5.68
tap	27600	34500	4.37
timing repair buffer	1833	14600	1.84
antenna	534	1340	0.169
inverter	9	57.6	0.00728
[worst max path at each step]
stage	slack (ps)	endpoint
after global routing	34550	memoriaDeDados[432][12]
final	34340	memoriaDeDados[432][12]
after CTS	34600	memoriaDeDados[432][12]
[kinds of logic after synthesis]
group           after synthesis  synth area share (%)
buf+inv                    1779                  1.47
mux                        6229                  14.2
latches                      32                0.0770
simple gates               2152                  1.64
compound gates             3408                  3.63
flops                     16400                  79.0
[where the power goes]
| group | switching (W) | total, W | internal (W) |
|---|---|---|---|
| logic | 0.000446 | 0.000603 | 0.000157 |
| clock network | 0.00337 | 0.00717 | 0.00380 |
| registers | 0.00000172 | 0.00601 | 0.00600 |
[worst max-delay path, delay by kind of cell]
family,cells,cell delay (ps)
buf+inv,7,3190
simple gates,3,1420
[metrics by stage]
stage	hold slack [ps]	setup slack [ps]	cells	power [W]
floorplan	89140	34320	30000	0.00707
global placement	89440	33320	57700	0.00741
detailed placement	89440	33230	57700	0.00741
CTS	88020	34600	77200	0.0139
global route	88030	34550	77700	0.0146
finish	88040	34340	77800	0.0138
[cell usage in the layout, fill, tap and decap left out, types with 337 or more instances in the layout]
master          n
mux4_2       2091
edfxtp_1    16400
o22ai_1      1831
nor4_1        346
nor2_1        337
clkinvlp_2    472
nor2_4        522
clkbuf_16    1795
mux2i_1      4117
a22oi_1       750
diode_2       534
buf_4        1726
inv_1       16800
[state kept, by name, indices dropped and copies added (netlist names)]
register	flops
memoriaDeDados	16416
readDataDM	32
[metal layers]
layer	routed length, um	GRT usage, %	up-vias	share of wire [%]
li1	-	-	163000	-
met1	598000	18.0	181000	27
met2	980000	30.3	31200	44
met3	504000	25.1	5148	23
met4	136000	14.0	350	6.1
met5	19200	8.85	-	0.86
Power figures rest on the tool's default switching activity, not on a simulated workload.
